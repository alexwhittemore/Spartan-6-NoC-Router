**flow/config.mk**
```make
export PLATFORM = sky130hd
export DESIGN_NAME = uart_tx
export DESIGN_NICKNAME = uart_tx
export VERILOG_FILES = /design/flow/design.v
export SDC_FILE = /design/flow/constraint.sdc
export NUM_CORES = 4
export LEC_CHECK = 1
export CORE_AREA = 10 10 87 87
export DIE_AREA = 0 0 97 97
```
**flow/constraint.sdc**
```tcl
current_design uart_tx

set clk_period 2.3
set clk_io_pct 0.2

create_clock -name clk0 -period $clk_period [get_ports {clk_19k2}]

set non_clock_inputs [all_inputs -no_clocks]
set_input_delay [expr $clk_period * $clk_io_pct] -clock clk0 $non_clock_inputs
set_output_delay [expr $clk_period * $clk_io_pct] -clock clk0 [all_outputs]
```
**flow/design.v**
```verilog
`timescale 1ns / 1ps
module uart_tx(
    input clk_19k2,
    input rst,
    input send_ready,
    input [7:0] byte0,
    input [7:0] byte1,
    input [7:0] byte2,
    input [7:0] byte3,
    input [7:0] byte4,
    output reg uart_out
    );
	 reg [7:0] in_byte [0:4];
	 reg [3:0] uart_state;
	 reg [2:0] byte_state;
	 reg data_sent = 0;  
	always @(posedge clk_19k2 or posedge rst) begin
		if (rst) begin
			uart_state <= 4'b0000;
			byte_state <= 2'b000;
			uart_out <= 1;
		end else begin
			case (uart_state)
				4'b0000: begin  
					if ((send_ready == 1)&(data_sent == 0)) begin
						uart_state <= 4'b0001;  
					end
				end
				4'b0001: begin
					uart_out <= 0;  
					uart_state <= uart_state + 4'b0001; 
				end
				4'b0010: begin  
					case (byte_state)
						3'b000:
							uart_out <= byte0[(7-0)];
						3'b001:
							uart_out <= byte1[(7-0)];
						3'b010:
							uart_out <= byte2[(7-0)];
						3'b011:
							uart_out <= byte3[(7-0)];
						3'b100:
							uart_out <= byte4[(7-0)];
					endcase
					uart_state <= uart_state + 4'b0001;
				end
				4'b0011: begin  
					case (byte_state)
						3'b000:
							uart_out <= byte0[(7-1)];
						3'b001:
							uart_out <= byte1[(7-1)];
						3'b010:
							uart_out <= byte2[(7-1)];
						3'b011:
							uart_out <= byte3[(7-1)];
						3'b100:
							uart_out <= byte4[(7-1)];
					endcase
					uart_state <= uart_state + 4'b0001;
				end
				4'b0100: begin  
					case (byte_state)
						3'b000:
							uart_out <= byte0[(7-2)];
						3'b001:
							uart_out <= byte1[(7-2)];
						3'b010:
							uart_out <= byte2[(7-2)];
						3'b011:
							uart_out <= byte3[(7-2)];
						3'b100:
							uart_out <= byte4[(7-2)];
					endcase
					uart_state <= uart_state + 4'b0001;
				end
				4'b0101: begin  
					case (byte_state)
						3'b000:
							uart_out <= byte0[(7-3)];
						3'b001:
							uart_out <= byte1[(7-3)];
						3'b010:
							uart_out <= byte2[(7-3)];
						3'b011:
							uart_out <= byte3[(7-3)];
						3'b100:
							uart_out <= byte4[(7-3)];
					endcase
					uart_state <= uart_state + 4'b0001;
				end
				4'b0110: begin  
					case (byte_state)
						3'b000:
							uart_out <= byte0[(7-4)];
						3'b001:
							uart_out <= byte1[(7-4)];
						3'b010:
							uart_out <= byte2[(7-4)];
						3'b011:
							uart_out <= byte3[(7-4)];
						3'b100:
							uart_out <= byte4[(7-4)];
					endcase
					uart_state <= uart_state + 4'b0001;
				end
				4'b0111: begin  
					case (byte_state)
						3'b000:
							uart_out <= byte0[(7-5)];
						3'b001:
							uart_out <= byte1[(7-5)];
						3'b010:
							uart_out <= byte2[(7-5)];
						3'b011:
							uart_out <= byte3[(7-5)];
						3'b100:
							uart_out <= byte4[(7-5)];
					endcase
					uart_state <= uart_state + 4'b0001;
				end
				4'b1000: begin  
					case (byte_state)
						3'b000:
							uart_out <= byte0[(7-6)];
						3'b001:
							uart_out <= byte1[(7-6)];
						3'b010:
							uart_out <= byte2[(7-6)];
						3'b011:
							uart_out <= byte3[(7-6)];
						3'b100:
							uart_out <= byte4[(7-6)];
					endcase
					uart_state <= uart_state + 4'b0001;
				end
				4'b1001: begin  
					case (byte_state)
						3'b000:
							uart_out <= byte0[(7-7)];
						3'b001:
							uart_out <= byte1[(7-7)];
						3'b010:
							uart_out <= byte2[(7-7)];
						3'b011:
							uart_out <= byte3[(7-7)];
						3'b100:
							uart_out <= byte4[(7-7)];
					endcase
					uart_state <= uart_state + 4'b0001;
				end
				4'b1010: begin  
					uart_out <= 1;
					if (byte_state == 3'b100) begin  
						uart_state <= 4'b1011;  
					end else begin
						uart_state <= 4'b0001;  
						byte_state <= byte_state + 3'b001;  
					end
				end
				4'b1011: begin
					uart_state <= 4'b0000;  
					byte_state <= 3'b000;
					if (send_ready == 1) begin
						data_sent <= 1;
					end else begin
						data_sent <= 0;
					end
					uart_out <= 1;
				end
				default: begin
					uart_state <= 4'b0000;
					uart_out <= 1;
				end
			endcase
		end
	end  
endmodule
```
**flow/run.sh**
```bash
#!/bin/bash
# OpenROAD 26Q1-2900-gdf79404cd8, Yosys 0.63+post, stock flow scripts
make -C /OpenROAD-flow-scripts/flow DESIGN_CONFIG=/design/flow/config.mk WORK_HOME=/design/flow/orfs finish
```
==> impl_metrics.csv <==
group,metric,value,unit
final_timing,tightest_slew,0.491,ns
clock_network,h-tree-depth,1,
clock_network,cts_resized,0,
synth,number_of_flops_mapped_to_enable_cells_by_yosys,1,
global_route,grt_use_total,0.0729,
detailed_routing,met2RoutedLength,1530,µm
final_timing,relative_max_transition_margin,0.672,
global_route,globalRouteOverflowTotal,0,
detailed_routing,initialDrtViolationCount,75,
die,floorplan.die.height,97,µm
synth,synth.yosys.num_cells,134,
detailed_routing,drt-wirelength-per-cell,14.9,µm
placement,hpwl,2910,µm
placement,port_buffers,43,
finish,nFillCells,595,
run,maxCapViolCount,0,
clock_network,clkTransAtPathRegs,0.05,ns
synth,synth_area,0.00110,mm²
synth,ys_warn_count,1,
final_timing,finalSetupTns,0,ns
detailed_routing,remaining_antenna_violation_count,0,
finish,mostFrequentLayoutCells,"clkdlybuf4s50_1 (43), nand2_1 (16), o21ai_0 (9), ha_1 (9), inv_1 (8)",
die,rows,27,
synth,synth_area_per_cell,8.20,µm²
clock_network,clock_path_buffers,2,
clock_network,tritoncts.num_buffers,3,
final_timing,timing.final.crit_share,0.932,
global_route,grt_start_max_net_pins,11,
final_timing,final-setup-viol-count,0,
clock_network,clock_latency,0.23,ns
worst_setup_path,slowest_delay,0.51,ns
worst_setup_path,path_max_fanout,10,
detailed_routing,drt-vias-per-instance,4.65,
synth,yosys.stat.chipArea,0.00110,mm²
pwr,pwr_density_cell,661,mW/mm²
placement,placed_cells,244,
detailed_routing,top_layer_used,"met4",
final_timing,max_freq,0.466,GHz
detailed_routing,firstDrtPassIters,7,
final_timing,hold_violations,0,
finish,drive_above_1_share,0.114,
worst_setup_path,crit_path_end_kind,"register",
clock_network,clock_sink_count,9,
finish,mostFrequentLayoutCell,"clkdlybuf4s50_1",
worst_setup_path,startpoint_type,"register",
global_route,antenna_found_initial,0,
synth,ys_ff,9,
status,run_status,"complete, no violations",
global_route,first_global_vias,1123,
placement,finalWeightedCongestion,0.857,
finish,mi_logic_area,739,µm²
synth,synth-async-reset-ratio,0.889,
clock_network,post-cts-setup-buffers,0,
finish,seq_area,231,µm²
clock_network,cts_root_buffer,"clkbuf_8",
worst_setup_path,setup.worst_path.class,"reg2reg",
finish,syn_to_final_growth,47.4,%
finish,finish.cell_count_without_fillers,248,
worst_setup_path,crit_buf_inv,1,
worst_setup_path,crit_path_cell_trace,"inv_1 -> ha_1 -> or4_4 -> and2_4 -> a41o_1 -> nor4_1 -> a41oi_1",
detailed_routing,drt_drc_violations_left,0,
worst_setup_path,timing.critical_path.arrival,2.28,ns
clock_network,holdBufCountCts,0,
synth,ys_seq_share,0.211,
pwr,leakagePower,0.625,nW
die,ios,44,
worst_setup_path,cp.required,2.44,ns
global_route,grt_first_pass_wirelength,5820,µm
run,stage_log_warnings,31,
final_timing,finClkSkew,0.00548,ns
worst_setup_path,critical_path.top_delay_family,"simple AND/OR/NAND/NOR gates",
die,die_x,97,µm
die,chip_area,0.00941,mm²
finish,finish.instance_area,0.00162,mm²
synth,netlist-cell-type-count,40,
final_timing,setup_repair_after_global_routing_missed_its_margin,"false",
synth,synthCells,134,
hold_path,min-delay-path-class,"reg2reg",
final_timing,period_minus_slack,2.14,ns
detailed_routing,routed-via-count,1153,
synth,ys.flop_type,"dfrtp_1",
pwr,ir_worst_vdd,0.273,mV
placement,placedInstanceArea,0.00157,mm²
final_timing,timing_max_transition_violations_final,0,
clock_network,tritoncts,"built",
detailed_routing,wirelength_met1,1950,µm
detailed_routing,dr_wl_met3,198,µm
detailed_routing,num_antenna_cells,0,
die,fp-utilization,0.195,
worst_setup_path,crit_slowest_cell,"or4_4",
detailed_routing,routed_wl,3700,µm
die,core-area,0.00564,mm²
==> final timing paths <==
| kind | from | end | slack [ns] | cells past startpoint |
|---|---|---|---|---|
| worst max-delay path | byte_state[1] | uart_out | 0.16 | 7 |
| worst min-delay path | uart_out | uart_out | 0.52 | 2 |
| worst max register to register | byte_state[1] | uart_out | 0.16 | 7 |
| worst min register to register | uart_out | uart_out | 0.52 | 2 |
| max in group asynchronous | rst | uart_out | 1.53 | 3 |
| min in group asynchronous | rst | uart_state[3] | 0.56 | 3 |
==> cell usage after synthesis (3+ instances only) <==
| master | count | share of area |
|---|---|---|
| nand3_1 | 4 | 0.018 |
| clkbuf_8 | 3 | 0.038 |
| o22a_1 | 3 | 0.024 |
| a22oi_1 | 5 | 0.034 |
| a32oi_1 | 4 | 0.032 |
| mux2i_1 | 4 | 0.036 |
| nand2b_1 | 3 | 0.017 |
| ha_1 | 9 | 0.10 |
| clkbuf_1 | 6 | 0.020 |
| nand2_1 | 16 | 0.055 |
| inv_1 | 8 | 0.027 |
| a22o_2 | 5 | 0.046 |
| o21ai_0 | 9 | 0.041 |
| o22ai_1 | 4 | 0.023 |
| nor2_1 | 5 | 0.017 |
| a21oi_1 | 5 | 0.023 |
| dfrtp_1 | 7 | 0.16 |
| buf_6 | 3 | 0.031 |
| o211ai_1 | 4 | 0.027 |
==> area by class of cell <==
type                       instances  area share
clock buffer                       4      0.0278
sequential                         9       0.143
inverter                           8      0.0185
multi-input combinational        105       0.457
timing repair buffer              50       0.298
tap                               72      0.0556
==> power by group <==
| part | switching, W | leakage (nW) | internal, W |
|---|---|---|---|
| clock | 0.0000634 | 0.0228 | 0.000121 |
| combinational | 0.000314 | 0.504 | 0.000308 |
| sequential | 0.0000565 | 0.0983 | 0.000207 |
==> per-layer routing <==
layer,GRT usage,up-vias
met4,0.00564,0
li1,-,587
met1,0.111,518
met5,0,-
met3,0.0172,4
met2,0.105,44
==> worst register-to-register path, delay by kind of cell (launching register included) <==
family	cells	cell delay [ns]
buf+inv	1	0.09
fa+ha+maj	1	0.32
simple gates	3	0.89
compound gates	2	0.37
flops	1	0.38
==> kinds of logic after synthesis <==
logic type / Yosys count / synth area share
compound gates: 50 / 0.336
xor+xnor: 1 / 0.00797
fa+ha+maj: 9 / 0.103
buf+inv: 20 / 0.116
flops: 9 / 0.211
mux: 5 / 0.0467
simple gates: 40 / 0.180
==> flip-flops by register name, indices dropped and copies added (netlist names) <==
signal / count
byte_state: 3
uart_out: 1
uart_state: 4
data_sent: 1
==> per-stage QoR <==
step,setup slack [ns],total power (W),hold WS (ns),util
after floorplan,0.0704,0.000698,0.280,-
after global placement,0.210,0.000880,0.506,0.279
after detailed placement,0.159,0.000880,0.511,0.279
after CTS,0.158,0.00107,0.521,0.287
after global routing,0.0167,0.00116,0.543,0.287
final,0.155,0.00107,0.517,0.287
Power and IR drop assume default switching activity.
