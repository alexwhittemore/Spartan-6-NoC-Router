==> /design/flow/design.v <==
`timescale 1ns / 1ps
module uart_rx(
    input uart_in,
    input clk_19k2,
    input rst,
	 output reg read_ready,
    output reg [7:0] byte0,
	 output reg [7:0] byte1,
	 output reg [7:0] byte2,
	 output reg [7:0] byte3,
	 output reg [7:0] byte4
    );
	 reg [7:0] out_byte [0:4];
	reg [3:0] uart_state;
	reg [2:0] byte_state;
	always @(posedge clk_19k2 or posedge rst) begin
		if (rst) begin
			out_byte[0] <= 8'b00000000;
			out_byte[1] <= 8'b00000000;
			out_byte[2] <= 8'b00000000;
			out_byte[3] <= 8'b00000000;
			out_byte[4] <= 8'b00000000;
			uart_state <= 4'b0000;
			byte_state <= 3'b000;
			read_ready <= 0;
		end else begin
			if (uart_state == 0) begin  
				if ((uart_in == 0)&(read_ready == 0)) begin
					uart_state <= uart_state + 4'b0001;  
				end
			end else if ((uart_state >= 4'b0001)&(uart_state <= 4'b0111)) begin
				out_byte[byte_state][4'b0111 - (uart_state - 4'b0001)] <= uart_in;  
				uart_state <= uart_state + 4'b0001;  
			end else if (uart_state == 4'b1000) begin  
				out_byte[byte_state][4'b0111 - (uart_state - 4'b0001)] <= uart_in;
				uart_state <= 4'b0000;
				if (byte_state < 3'b100) begin
					byte_state <= byte_state + 3'b001;
				end else begin
					byte_state <= 3'b000;
					read_ready <= 1;
				end
			end else begin
				uart_state <= 4'b0000;  
			end
		end
	end  
	always @(out_byte[0]) begin
		byte0 = out_byte[0];
	end
	always @(out_byte[1]) begin
		byte1 = out_byte[1];
	end
	always @(out_byte[2]) begin
		byte2 = out_byte[2];
	end
	always @(out_byte[3]) begin
		byte3 = out_byte[3];
	end
	always @(out_byte[4]) begin
		byte4 = out_byte[4];
	end
endmodule
==> /design/flow/run.sh <==
#!/bin/bash
# OpenROAD 26Q1-2900-gdf79404cd8, Yosys 0.63+post, stock flow scripts
make -C /OpenROAD-flow-scripts/flow DESIGN_CONFIG=/design/flow/config.mk WORK_HOME=/design/flow/orfs finish
==> /design/flow/config.mk <==
export PLATFORM = sky130hd
export DESIGN_NAME = uart_rx
export DESIGN_NICKNAME = uart_rx
export VERILOG_FILES = /design/flow/design.v
export SDC_FILE = /design/flow/constraint.sdc
export NUM_CORES = 4
export LEC_CHECK = 1
export CORE_UTILIZATION = 30
==> /design/flow/constraint.sdc <==
current_design uart_rx

set clk_period 2.7
set clk_io_pct 0.2

create_clock -name clk0 -period $clk_period [get_ports {clk_19k2}]

set non_clock_inputs [all_inputs -no_clocks]
set_input_delay [expr $clk_period * $clk_io_pct] -clock clk0 $non_clock_inputs
set_output_delay [expr $clk_period * $clk_io_pct] -clock clk0 [all_outputs]
==> summary.txt <==
flow finished, numbers: status finished, final reports clean, Slew @ Worst Pin between 0.7 and 0.8 ns, Mapped Area approximately 0.0026 sq mm, register share after synthesis a little under half, largest area contributor in the netlist dfrtp_1, Flops after synth 48, YS chip area about 0.0026 sq mm, routed len/inst 14.35 um, worst r2r src uart_state[0], fin. max-slew vios 0, Async S/R FF share, synth 100.0%, sequential share of power 30.7%, Comb pwr share 56.9%, Clock power frac 12.4%, Worst Reg-to-Reg Cells 7, Rows 33, top cells by count dfrtp_1, o21ai_0, o21ai_1, detailed-placement wirelength estimate 3909 um, NetSw between 1.5 and 2 mW, Core Density at Floorplan 31.41%, most frequent cell after synthesis dfrtp_1, wire length on met2 about 2500 um, tool warnings 33, post-cts hold-fix buffer tally 0, Post-Place Worst Slack around 0.23 ns, vias in the first global route 1885, final tally of hold violations 0, fin worst setup slack between 0.2 and 0.3 ns, fmax 408.5 MHz, endpoints failing setup 0, iteration tally of the first detailed-router pass 4, Worst setup EP type register, Fillers 811, Worst EP required 2.92 ns, Area Growth Syn to Fin 25.31%, layout cell share with drive strength beyond 1 between 10% and 20%, Die X-Extent 95.45 um, R2R Setup Slk 0.25 ns, Dominant flop cell dfrtp_1, RePlAce Congestion 0.8158, starting DRC count in detailed routing 111, # H-tree levels 2, Tcrit/Tclk final 90.67%, Yosys Warn Count 2, RSZ-0062 raised after global routing no, Post-Route M1 WL 3014 um, Met3 Wirelength 217 um, CP arrival 2.67 ns, end of the worst register-to-register path out_byte[3][5], Post-Synthesis Cells 247, crit path max fanout 10, Post-synth EDFFs 0, Clock Skews 0.01550 ns, DRT antenna net count 0, Vias/cell 4.965, Ports 44, Hold Path Class register to register, Congestion Overflow GR 0, Cell Int Power 2.170 mW, CTS Buf Count 5, top post-synthesis cells by area dfrtp_1, o21ai_0, o21ai_1, ha_1, mux2_1, I/O Buffers between 40 and 50, Post-CTS Setup Bufs 0, Total GRT Usage 13.64%, Area leader share 45.85%, hold path start out_byte[4][4], TNS Setup 0 ns, Clock Sinks between 40 and 50, Leak 1.302 nW, post-layout min period 2.448 ns, critical path type register to register, peak supply drop 390.0 uV, slew margin rel. roughly 50%, Highest Signal Layer met4, final core occ 39.36%, Final Power 3.718 mW, antenna violations before repair 0, Latency at later pin 0.30 ns, Reg clk slew, reported paths 0.10 ns, largest net degree at the start of global routing 49, CP startpoint kind register, Max-cap violations 0, Min-Delay Endpoint out_byte[4][4], Max clock buf depth 2, Final Routed Wirelength 5741 um, Pwr Density 1133 mW/mm^2, Cells on Worst Hold Path 1, Synth Area per Inst 10.61 sq um, Die Area 0.009111 sq mm, root buf cell clkbuf_8, diode count 0, Sw Ratio 41.63%, core area 0.008341 sq mm, vias slightly below 2000, TritonCTS clock tree built, post-cts sizing count 0, DIE HEIGHT between 90 and 100 um, Remaining DRCs 0, first-pass GRT wire length 9501 um, distinct lib cells 41, # Cells Yosys 247
## registers in the layout, summed over array words and instances, names as in the netlist
name and cells:
out_byte 40, uart_state 4, byte_state 3, read_ready 1
## power by group through the flow
| stage | Combinational (mW) | Sequential [mW] | Clock [mW] |
|---|---|---|---|
| final | 2.12 | 1.14 | 0.459 |
| after global routing | 2.36 | 1.18 | 0.513 |
| after CTS | 2.06 | 1.15 | 0.476 |
## metrics by stage
stage	cells	hold WS, ns	instance area, sq um
2_1_floorplan	247	0.4322	2620
3_3_place_gp	391	0.4736	3167
3_5_place_dp	391	0.4774	3167
4_1_cts	399	0.5027	3263
5_1_grt	400	0.5161	3283
6_report	400	0.4953	3283
## how the worst max path moves through the flow
stage / slack [ns] / to / cells after the start / start
after CTS: 0.22 / out_byte[1][3] / 7 / uart_state[0]
final: 0.25 / out_byte[3][5] / 7 / uart_state[0]
after global routing: 0.03 / out_byte[3][1] / 8 / uart_state[0]
## cells in the final DEF, fill, tap and decap left out, types with 4 or more instances in the layout
master / instances
clkdlybuf4s50_1: 43
nand2b_1: 7
mux2_1: 10
clkbuf_8: 6
xnor2_1: 6
o21ai_0: 32
ha_1: 10
nand4_1: 5
dfrtp_1: 48
nand2_4: 4
nand2_1: 10
inv_1: 4
a32o_1: 4
nand3_1: 7
and2b_1: 4
nor2b_1: 8
nand3b_1: 4
buf_4: 7
nor2_1: 9
nor3_1: 4
o21ai_1: 32
## critical path: stages (launching register included)
cell and delay, ns:
dfrtp_1 0.35, inv_1 0.10, ha_1 0.47, nor3b_4 0.48, nor3_1 0.15, nor4_4 0.59
o21ai_1 0.15, o21ai_0 0.10
## cell type report
| class | instances | area (sq um) | share of cell area, % |
|---|---|---|---|
| multi-input combinational | 183 | 1333 | 40.59 |
| clock buffer | 6 | 82.58 | 2.515 |
| inverter | 5 | 18.77 | 0.5716 |
| clock inverter | 2 | 13.76 | 0.4192 |
| tap | 105 | 131.4 | 4.002 |
| sequential | 48 | 1201 | 36.59 |
| timing repair buffer | 51 | 503.0 | 15.32 |
## layer usage
metal	up-vias	track usage, %
met4	0	0.9950
met2	38	20.48
li1	995	-
met3	2	2.514
met5	-	0
met1	951	21.77
## logic make-up after synthesis
kind of cell    share of synthesized area (%)
compound gates                          17.48
xor+xnor                                2.006
fa+ha+maj                               4.776
buf+inv                                 3.295
flops                                   45.85
mux                                     5.253
simple gates                            21.35
Power and IR drop assume default switching activity.
